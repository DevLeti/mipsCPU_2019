==> /design/flow/design.v <==
module Data_Mem(
	input CLK,
	input wire MemWrite, MemRead,  
	input wire [6:0] addr,
	input wire [31:0] Write_Data,
	output reg [31:0] Read_Data );
reg [31:0] mem [0:127];   
always @(*)
begin
	if(MemWrite == 0 && MemRead == 1)  
		Read_Data = mem[addr][31:0]; 
	else
		Read_Data = Read_Data;  
end
always @(posedge CLK)
begin
	if(MemWrite == 1 && MemRead == 0)  
		mem[addr][31:0] <= Write_Data;
end
integer i;
initial
begin
	mem[0] = 32'd1;  
	mem[1] = 32'd0;  
	mem[2] = 32'd0;  
	mem[3] = 32'd0;  
	mem[5] = 32'd0;  
	mem[6] = 32'd0;  
	mem[7] = 32'd0;  
	mem[8] = 32'd0;  
	mem[9] = 32'd0;  
	mem[10] = 32'b0101_0101_1010_1010_0101_0101_1010_1010;  
	mem[11] = 32'b0111_0111_1000_1000_0111_0111_1000_1000;  
	for (i=12; i<128; i = i+1)  
	begin
		mem[i] = 32'd0;
	end
end
endmodule
==> /design/flow/run.sh <==
#!/bin/bash
# OpenROAD 26Q1-2900-gdf79404cd8, Yosys 0.63+post, stock flow scripts
make -C /OpenROAD-flow-scripts/flow DESIGN_CONFIG=/design/flow/config.mk WORK_HOME=/design/flow/orfs finish
==> /design/flow/config.mk <==
export PLATFORM = sky130hd
export DESIGN_NAME = Data_Mem
export DESIGN_NICKNAME = Data_Mem
export VERILOG_FILES = /design/flow/design.v
export SDC_FILE = /design/flow/constraint.sdc
export NUM_CORES = 4
export LEC_CHECK = 1
export CORE_UTILIZATION = 50
==> /design/flow/constraint.sdc <==
current_design Data_Mem

set clk_period 94.7
set clk_io_pct 0.2

create_clock -name clk0 -period $clk_period [get_ports {CLK}]

set non_clock_inputs [all_inputs -no_clocks]
set_input_delay [expr $clk_period * $clk_io_pct] -clock clk0 $non_clock_inputs
set_output_delay [expr $clk_period * $clk_io_pct] -clock clk0 [all_outputs]
==> flow_metrics.tcl <==
# collected from the flow reports
set metrics [dict create \
    hp-start "Write_Data[22]" \
    die_h_um 564 \
    required_ns 95.37 \
    design_area_um2 179000 \
    port_buffers 73 \
    synth_area_um2 158000 \
    clk_path_buf_depth 4 \
    synthAdderAreaFrac_pct 0 \
    cp_max_fo 67 \
    setup_tns_ns 0 \
    edf_count 4096 \
    p_leak_uw 0.0552 \
    syn_inst 8993 \
    grt.total_usage_pct 39.1 \
    routed_via_density 6.72 \
    antenna_found_initial 50 \
    slowest_stage "and3_2" \
    path_delay_family "buffers and inverters" \
    slew_headroom_pct 8.01 \
    gp_congestion 1.05 \
    period_needed_ns 22.65 \
    synth_warnings 1 \
    unclocked_pins 32 \
    mostFrequentLayoutCell "edfxtp_1" \
    instances_no_fill 13817 \
    path_clk_slew_ns 0.06 \
    fin_util_pct 56.9 \
    cts.htree.levels 5 \
    critPathArrivalTime_ns 23.32 \
    hp-class "in -> reg" \
    die_width_um 564 \
    mux_area_share_pct 4.67 \
    rows 206 \
    crit_type "in -> reg" \
    drt_pass1_iterations 8 \
    coreArea_um2 315000 \
    wl_per_cell_um 39.9 \
    fin_crit_sh_pct 23.9 \
    worstMarginPinSlew_ns 1.37 \
    crit_buf_inv 5 \
    cts_tree "built" \
    final_cell_mix "4096 x edfxtp_1, 930 x a221oi_1, 522 x buf_4, 420 x clkbuf_16, 403 x a21oi_1" \
    post_dp_cell_area_um2 166000 \
    ys_ff 4128 \
    power.density_nw_per_um2 21.6 \
    cap_violations 0 \
    slew_violations 0 \
    post-cts-setup-buffers 0 \
    overflow 0 \
    drt_iter0_markers 7660 \
    grt_pass1_wl_mm 757 \
    synth_area_per_cell_um2 17.6 \
    timing.final.hold_violations 0 \
    cp-startpoint "addr[0]" \
    antenna_left 0 \
    boundaryPins 74 \
    cts_hold_buf 0 \
    synthTopLogicFamily "AND-OR/OR-AND gates" \
    dp_hpwl_mm 331 \
    syn_to_final_growth_pct 13.3 \
    cts_made_buffers 415 \
    path_cells "buf_8 > buf_4 > buf_4 > and3_2 > nand2_2 > buf_4 > nor2_4 > buf_4" \
    netlist.area_leader.share_pct 77.8 \
    cpMostUsedCell "buf_4" \
    cpPeakStageDelay_ns 0.73 \
    ff_type "edfxtp_1" \
    route.detailed.drc 0 \
    max_freq_mhz 44.2 \
    setup_viol 0 \
    die_area_um2 318000 \
    untimed_endpoints 64 \
    ys_sh_xor_pct 0 \
    peakVddDrop_uv 17.6 \
    num_vias 92800 \
    worstSetupEndpointType "flip-flop" \
    start_kind "primary input" \
    cts-root-buf "clkbuf_16" \
    drive_gt1_share_pct 18.7 \
    wl_mm 551 \
    power.total_uw 3860 \
    ys_sh_aoi_pct 12.1 \
    status "finished, final reports clean" \
    grt_pass1_vias 96191 \
    ys_area_um2 158000 \
    rsz0062_at_grt "false" \
    top_cells_by_area "edfxtp_1 78%, a221oi_1 5.2%, mux2_2 2.9%" \
    ctsResizeCount 0 \
    warning_count 32 \
    ys_cells 8993 \
    dp_cells 13005 \
    simple_gate_area_share_pct 2.98 \
    largest_area_cell "edfxtp_1" \
    synthArstFlopShare_pct 0 \
    grt_max_degree 118 \
    synth.distinct_cells 83 \
    fp_util_pct 50.2 \
]
==> power breakdown <==
part	internal (uW)	switching, uW
Combinational	57.2	193
Clock	914	693
Sequential	2000	1.24
==> final cells by class <==
class | instances | area (um^2)
fill | 22740 | 136000
multi-input combinational | 4143 | 32400
sequential | 4128 | 123000
clock buffer | 495 | 10800
inverter | 7 | 48.8
tap | 4160 | 5200
timing repair buffer | 567 | 4430
clock inverter | 269 | 2480
antenna | 48 | 120
==> worst paths after layout <==
check,cells after the start,slack [ns],to
setup / recovery,8,72.05,mem[23][11]
hold / removal,1,18.19,mem[70][22]
==> kinds of logic after synthesis <==
kind of cell           after synthesis
AND/OR/NAND/NOR                    956
flip-flops                        4096
AND-OR/OR-AND                     2611
multiplexers                       576
buffers and inverters              722
latches                             32
==> synth_stat cells (11+ instances only) <==
library cell / n
and3_1: 20
a221oi_1: 930
buf_4: 32
mux4_2: 89
a211o_1: 12
a211oi_1: 72
nand4_1: 21
or4_1: 19
buf_6: 20
nor3b_1: 17
a22oi_1: 368
nand2b_1: 30
a21oi_1: 403
dlxtp_1: 32
nand3b_1: 33
o31ai_1: 18
mux2i_1: 85
a222oi_1: 21
nand3_1: 34
clkbuf_1: 323
o21ai_0: 401
o221ai_1: 50
o211ai_1: 17
or3_1: 11
a311o_1: 12
nor2_1: 373
nor3_1: 50
buf_1: 88
a41oi_1: 12
nand2_1: 170
mux2_2: 400
buf_2: 250
or3b_2: 16
nor4_1: 16
edfxtp_1: 4096
a22o_1: 45
o22ai_1: 85
a221o_1: 24
nor2b_1: 121
==> flip-flops by register name, summed over array words and instances (netlist names) <==
| register | cells |
|---|---|
| Read_Data | 32 |
| mem | 4096 |
==> per-layer routing <==
metal | wire, um | global-route usage (%) | vias up
met2 | 243000 | 52.5 | 7076
met5 | 2750 | 6.96 | -
met3 | 108000 | 32.8 | 1312
met1 | 162000 | 45.2 | 46133
li1 | - | - | 38189
met4 | 35000 | 18.1 | 90
==> through the flow <==
stage	hold slack, ns	setup WS [ns]
after global placement	19.20	71.05
after detailed placement	19.19	71.10
after CTS	18.18	72.13
after floorplan	19.04	72.24
final	18.19	72.05
after global routing	18.20	71.99
Power is estimated from default activity; no workload was simulated.
