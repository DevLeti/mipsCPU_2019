==> /design/flow/design.v <==
module Instruction_Mem(
	input wire [6:0] addr,
	output wire [31:0] data );
reg [31:0] mem [0:127];   
initial
begin
	mem[0] = 32'b100011_00000_10000_00000_00000_000000;  
	mem[1] = 32'b100011_00000_10001_00000_00000_000100;  
	mem[2] = 32'b000000_10000_10001_10010_00000_100000;  
	mem[3] = 32'b000000_10000_10001_10011_00000_100010;  
	mem[4] = 32'b000000_10010_10011_10100_00000_100100;  
	mem[5] = 32'b000000_10010_10011_10101_00000_100110;  
	mem[6] = 32'b000000_10101_10100_10110_00000_101010;  
 	mem[7] = 32'b000100_10101_10001_00000_00000_000001;  
	mem[8] = 32'b000010_00000_00000_00000_00000_001101;  
	mem[9] = 32'b100011_00000_10111_00000_00000_001000;  
	mem[10]= 32'b101011_10111_10101_00000_00000_010000;  
	mem[11]= 32'b100011_10111_10000_00000_00000_010000;  
	mem[12]= 32'b000010_00000_00000_00000_00000_000011;  
	mem[13]= 32'b000000_10000_00000_10111_00000_100111;  
	mem[14]= 32'b100011_00000_01000_00000_00000_101000;  
	mem[15]= 32'b100011_00000_01001_00000_00000_101100;  
	mem[16]= 32'b000000_01000_01001_01010_00000_100000;  
	mem[17]= 32'b000000_01000_01001_01011_00000_100010;  
	mem[18]= 32'b000000_01000_01001_01100_00000_100100;  
	mem[19]= 32'b000000_01000_01001_01101_00000_100110;  
	mem[20]= 32'b000000_01010_01011_01110_00000_101010;  
end
assign data = mem[addr][31:0];
endmodule
==> /design/flow/run.sh <==
#!/bin/bash
# OpenROAD 26Q1-2900-gdf79404cd8, Yosys 0.63+post, stock flow scripts
make -C /OpenROAD-flow-scripts/flow DESIGN_CONFIG=/design/flow/config.mk WORK_HOME=/design/flow/orfs finish
==> /design/flow/config.mk <==
export PLATFORM = sky130hd
export DESIGN_NAME = Instruction_Mem
export DESIGN_NICKNAME = Instruction_Mem
export VERILOG_FILES = /design/flow/design.v
export SDC_FILE = /design/flow/constraint.sdc
export NUM_CORES = 4
export LEC_CHECK = 1
export CORE_AREA = 10 10 70 70
export DIE_AREA = 0 0 80 80
==> /design/flow/constraint.sdc <==
current_design Instruction_Mem

set clk_period 1.5
set clk_io_pct 0.2

create_clock -name clk0 -period $clk_period

set non_clock_inputs [all_inputs -no_clocks]
set_input_delay [expr $clk_period * $clk_io_pct] -clock clk0 $non_clock_inputs
set_output_delay [expr $clk_period * $clk_io_pct] -clock clk0 [all_outputs]
==> results.ini <==
[worst_setup_path]
max_stage_delay_ns = 0.24
cp-start-kind = input pin
path_depth = 8
cpMaxStageDelayCell = dlygate4sd2_1
setup.worst_path.end_class = output pin
cp_cell_sequence = buf_8 > inv_6 > buf_4 > ha_4 > and2_4 > a211oi_2 > a21oi_2 > dlygate4sd2_1
path_delay_family = buffers and inverters
path_class = input pin to output pin
cp_data_required_time_ns = 1.20
crit_fanout = 6
crit_buf_inv = 4
cp.arrival_ns = 1.34

[final_layout]
ff_count = 0
final_cells = 221
regArea_um2 = 0
syn_to_final_growth_pct = 143
clkbuf_count = 0
layout-drive-gt1-share_pct = 75.4
layout_top_cells = buf_4 (29), buf_2 (20), buf_6 (20), ha_4 (11), buf_8 (9)
lay_top_count = buf_4

[drt]
avgRoutedWirePerCell_um = 16.8
vias = 1018
routed_wl_um = 3710
vias_per_cell = 4.61
drt_iter0_markers = 48
ant_nets = 0
route.detailed.drc = 0
n_antenna_cell = 0
firstDrtPassIters = 4

[floorplan]
pin_count = 39
num_rows = 21
die_area_mm2 = 0.00640
chipWidth_um = 80
die-height_um = 80
core_area_mm2 = 0.00342
core_util_floorplan_pct = 21.2

[grt]
grt_use_met2_pct = 17.3
grt_overflow_total = 0
grt_max_degree = 10
grt_pass1_vias = 1054
grtUsageMet1_pct = 15.1
grt_pass1_wl_um = 5530
met3_usage_pct = 0.795
grt.busiest_layer = met2
antenna_found_initial = 0
grt_use_total_pct = 10.5

[timing]
final_hold_viol_count = 0
finalCriticalPeriod_ns = 1.64
grt_setup_unrepaired = true
drv_slew = 0
setup_violations = 14
min_period_over_period_pct = 110
fmax_mhz = 608
hold_ws_ns = 1.04
setup_ws_ns = -0.144

[worst_hold_path]
hold_path.class = input pin to output pin
holdPathStages = 4

[power]
clockPowerShare_pct = 0
p_leak_nw = 0.802
seqPwrFrac_pct = 0
p_sw_mw = 0.208
comb_power_share_pct = 100.0
p_sw_share_pct = 43.8
finalPower_mw = 0.475
peakVddDrop_uv = 146
p_int_mw = 0.267
pwr_density_cell_mw_per_mm2 = 270

[synthesis]
synth_warnings = 1
synth_cell_types = 33
syn-instance-count = 100
ys_seq_share_pct = 0
netlist_area_um2 = 723
syn_avg_cell_area_um2 = 7.23
ys_chip_area_um2 = 723
ys_cells = 100

[place]
dp_cells = 191
gp_routability_congestion = 0.866
dp_hpwl_um = 1960
portBuffers = 31

[run]
cap_violations = 0
warnings = 47

[status]
violations = negative setup slack
outcome = finished with violations

==> power groups by stage <==
stage	sequential, mW	clock, mW	combinational, mW
finish	0	0	0.475
global route	0	0	0.507
CTS	0	0	0.436
==> layer usage <==
layer  up-vias  share of wire, %
met3         0               3.3
met4         0                 0
met2        26                47
li1        493                 -
met1       499                49
met5         -                 0
==> logic make-up after synthesis <==
kind of cell | Yosys count | share of synthesized area [%]
other | 1 | 0.519
adders and majority gates | 13 | 22.5
muxes | 4 | 6.23
buffers and inverters | 22 | 19.7
and+or+nand+nor | 34 | 24.4
AOI/OAI and AO/OA | 26 | 26.6
==> area by class of cell <==
cell class	instances	area, um^2
well taps	46	57.6
multi-input cells	83	917
inverters	6	35.0
fillers	278	1660
repair buffers	86	749
==> metrics by stage <==
stage               TNS, ns  area, um^2  worst slack, ns  utilization, %
floorplan                 0         742           0.0689               -
global placement     -20.23        1190           -0.913            34.8
detailed placement   -20.44        1190           -0.940            34.8
CTS                   -1.05        1710           -0.137            50.0
global route          -1.76        1760           -0.175            51.5
finish                -1.06        1760           -0.144            51.5
==> synthesized netlist by cell type, types with 2 or more instances <==
cell | number | area share, %
a21oi_1 | 9 | 6.2
nor3_1 | 5 | 3.5
nor2b_1 | 3 | 2.6
ha_1 | 13 | 22
nand2b_1 | 3 | 2.6
buf_4 | 11 | 11
nor2_1 | 7 | 3.6
a211oi_1 | 5 | 5.2
inv_2 | 3 | 1.6
inv_1 | 3 | 1.6
buf_6 | 2 | 3.1
buf_2 | 3 | 2.1
nand3_1 | 2 | 1.4
nand2_1 | 8 | 4.2
o21ai_1 | 2 | 1.4
and3_1 | 2 | 1.7
mux2i_1 | 3 | 4.2
==> path summary, 6_finish.rpt <==
kind	slack [ns]	startpoint	end
min	1.04	addr[3]	data[28]
max	-0.14	addr[1]	data[17]
==> worst min-delay path: cells and delay by family <==
kind	cells	cell delay, ns
buffers and inverters	3	0.41
AND/OR/NAND/NOR	1	0.03
==> timing repair <==
| item | 4_1_cts | 5_1_grt |
|---|---|---|
| endpoints found under the setup margin | 26 | 21 |
| cloned | 1 | 0 |
| hold buffers | 0 | 0 |
| hold endpoints to repair | 0 | 0 |
| buffers inserted | 29 | 1 |
| resized | 179 | 17 |
| pin swaps | 32 | 13 |
Power figures rest on the tool's default switching activity, not on a simulated workload.
