### flow/design.v
module Register(
		input wire CLK,
		input wire RegWrite,  
		input wire [4:0] read1, read2,
		input wire [4:0] wrreg,
		input wire [31:0] wrdata,
		output reg [31:0] data1, data2 );
reg [31:0] mem [0:31];   
initial 
begin
	mem[0] = 32'd0;  
end
always @(*) 
begin
	if (read1 == 5'd0)  
		data1 = 32'd0;
	else
		data1 = mem[read1][31:0];
end
always @(*)
begin
	if (read2 == 5'd0)  
		data2 = 32'd0;
	else
		data2 = mem[read2][31:0];
end
always @(posedge CLK) 
begin
	if (RegWrite && wrreg != 5'd0)  
	begin
		mem[wrreg] <= wrdata;
	end
end
endmodule
### flow/run.sh
#!/bin/bash
# OpenROAD 26Q1-2900-gdf79404cd8, Yosys 0.63+post, stock flow scripts
make -C /OpenROAD-flow-scripts/flow DESIGN_CONFIG=/design/flow/config.mk WORK_HOME=/design/flow/orfs finish
### flow/config.mk
export PLATFORM = sky130hd
export DESIGN_NAME = Register
export DESIGN_NICKNAME = Register
export VERILOG_FILES = /design/flow/design.v
export SDC_FILE = /design/flow/constraint.sdc
export NUM_CORES = 4
export LEC_CHECK = 1
export CORE_UTILIZATION = 30
### flow/constraint.sdc
current_design Register

set clk_period 9.9
set clk_io_pct 0.2

create_clock -name clk0 -period $clk_period [get_ports {CLK}]

set non_clock_inputs [all_inputs -no_clocks]
set_input_delay [expr $clk_period * $clk_io_pct] -clock clk0 $non_clock_inputs
set_output_delay [expr $clk_period * $clk_io_pct] -clock clk0 [all_outputs]
==> metrics.cfg <==
[run_status]
outcome=completed

[final_timing]
setup_viol=0
rsz0062_at_grt=false
hold_violations=0
fin_crit_sh_pct=77.3
setup_tns_ns=0
tightest_slew_ns=0.910
maxSlewHeadroom_pct=39.1
drv_slew=0
period_minus_slack_ns=7.65
fmax_ghz=0.131
timing.hold.ws_ns=2.07

[flow_run]
warnings=26
cap_violations=0

[synth]
synth-edff-count=1024
aoi_share_pct=6.15
yosysCellCount=2564
yosysWarnings=1
topCellsByArea=edfxtp_1, mux4_2, mux2i_1, mux4_1, mux2_2
ys_seq_share_pct=64.2
syn_area_per_cell_sq_um=18.7
most_common_cell=edfxtp_1
logic_family=multiplexers
ys.flop_type=edfxtp_1
syn_inst=2564
xor_area_share_pct=0
yosys_area_sq_um=47900
synthArstFlopShare_pct=0
synthAdderAreaFrac_pct=0
mux_area_share_pct=25.0
synthTopCellsByCount=edfxtp_1, mux2i_1, mux4_2, clkbuf_1, nand2_1
ys_ff=1024
largest_area_cell=edfxtp_1
syn_area_sq_um=47900
simple_gate_share_pct=2.18
synth.distinct_cells=39
synthDominantCellAreaShare_pct=64.2

[hold_path]
min-delay-path-class=in -> reg

[place]
place_area_sq_um=52000
gp_congestion=0.888
dpl.hpwl_um=89900
port_buffers=112

[detailed_routing]
drt-vias-per-instance=5.72
n_antenna_cell=0
drc_errors=0
wl_um=156000
vias=27894
postRouteAntennaNets=0
drt_iter0_drc=1769
detail_route.wl_per_cell_um=32.0
first_pass_iters=5

[power]
power_uw=9640
peakVddDrop_mv=0.133
p_per_area_nw_per_um2=174
power.leakage_uw=0.0177

[grt]
antenna_found_initial=9
grt_pass1_vias=30360
grt_max_degree=83
grtUsageTotal_pct=20.5
grt_pass1_wl_um=219000
grt_overflow=0

[floorplanning]
rows=146
pin_count=113
core_util_floorplan_pct=30.2
die_x_um=402
dieHeight_um=402
dieArea_sq_um=161000
core_area_sq_um=158000

[critical_path]
criticalPathCategory=in -> out
worstPathRequired_ns=7.92
critPathLaunchType=primary input
path_max_fanout=72
crit_arrival_ns=5.67
worst_setup_path_end_kind=output port

[finish]
layout_top_registers=mem x1024
drive_above_1_share_pct=26.6
final_cell_area_sq_um=55300
largest_reg_flops=1024
syn2layout_area_growth_pct=15.4
regMostFlops=mem

[clock_tree]
cts_hold_buf=0
numCtsBuffers=100
cts_resized=0
ctsRootBufferMaster=clkbuf_16
clock_path_buffers=3
cts.clk_slew.worst_paths_ns=0.06
tritoncts=yes
clkSinkCount=1024
post_cts_buffers=0
htree_levels=3

layout make-up:
| type | count | area, sq um |
|---|---|---|
| Inverter | 2 | 10.0 |
| Tap cell | 2072 | 2590 |
| Fill cell | 14435 | 103000 |
| Timing Repair Buffer | 248 | 2210 |
| Clock inverter | 63 | 738 |
| Multi-Input combinational cell | 1354 | 16400 |
| Sequential cell | 1024 | 30700 |
| Clock buffer | 114 | 2580 |
critical path, cell delays in order:
cell             delay (ns)
buf_8                  0.43
buf_4                  0.66
buf_4                  0.45
mux2i_1                0.15
a221oi_1               0.34
o21ai_0                0.18
a311oi_1               0.74
clkdlybuf4s50_1        0.62
per-layer routing:
layer / vias to the layer above / routed length, um / global-route usage (%) / share of wire [%]
li1: 11343 / - / - / -
met4: 22 / 5940 / 6.15 / 3.8
met2: 2063 / 73000 / 31.1 / 47
met1: 14150 / 48800 / 21.5 / 31
met3: 316 / 27900 / 16.5 / 18
met5: - / 263 / 0.833 / 0.17
logic make-up after synthesis:
kind of cell / count (synthesis)
AND-OR/OR-AND: 374
buffers and inverters: 217
flip-flops: 1024
multiplexers: 736
other: 1
AND/OR/NAND/NOR: 212
power breakdown:
group / switching, uW / internal (uW) / leakage (uW)
combinational: 519 / 374 / 0.00680
sequential: 25.8 / 4830 / 0.00925
clock: 1660 / 2230 / 0.00161
total: 2200 / 7440 / 0.0177
cells in the final DEF (no fill, tap or decap), types with 16 or more instances in the layout:
cell type	count
nor2_4	33
mux4_1	36
clkdlybuf4s50_1	102
nand2_1	85
nand4_1	32
mux4_2	316
a211oi_1	53
a221oi_1	38
conb_1	32
o221ai_1	64
a21oi_1	32
nor2b_1	32
o21ai_0	50
clkinv_1	24
a311oi_1	32
mux2_2	64
a22oi_1	64
mux2i_1	320
edfxtp_1	1024
clkbuf_16	101
a221oi_2	16
buf_4	132
path summary, 6_finish.rpt:
path	slack, ns	to	startpoint	depth (start not counted)
setup / recovery	2.25	data2[13]	read2[2]	8
hold / removal	2.07	mem[17][20]	wrdata[20]	2
through the flow:
stage,cells,utilization [%],setup slack [ns]
6_report,4877,34.9,2.25
5_1_grt,4877,34.9,2.06
4_1_cts,4877,34.9,2.25
3_5_place_dp,4700,32.8,2.33
3_3_place_gp,4700,32.8,2.31
2_1_floorplan,2595,-,4.53
No activity file was given, so power comes from the tool's default toggle rates.
